$ cat ./config.mk
export PLATFORM = sky130hd
export DESIGN_NAME = number2bcd
export DESIGN_NICKNAME = number2bcd
export VERILOG_FILES = /design/flow/design.v
export SDC_FILE = /design/flow/constraint.sdc
export NUM_CORES = 4
export LEC_CHECK = 1
export CORE_AREA = 10 10 70 70
export DIE_AREA = 0 0 80 80
$ cat ./constraint.sdc
current_design number2bcd

set clk_period 6.6
set clk_io_pct 0.2

create_clock -name clk0 -period $clk_period

set non_clock_inputs [all_inputs -no_clocks]
set_input_delay [expr $clk_period * $clk_io_pct] -clock clk0 $non_clock_inputs
set_output_delay [expr $clk_period * $clk_io_pct] -clock clk0 [all_outputs]
$ cat ./design.v
module number2bcd(				 
	number,							 
	bcd_0,							 
	bcd_1,							 
	bcd_2								 
	);
	input  [7:0] number;			 
	output reg [3:0] bcd_0;		 
	output reg [3:0] bcd_1;		 
	output reg [3:0] bcd_2;		 
	integer i;
	always@(number)						 
	begin
		bcd_0 = 4'd0;	 
		bcd_1 = 4'd0;	 
		bcd_2 = 4'd0;	 
		for(i=7; i>=0; i=i-1)begin
			if(bcd_2 >= 5)
				bcd_2=bcd_2+3;
			if(bcd_1 >= 5)
				bcd_1=bcd_1+3;
			if(bcd_0 >= 5)
				bcd_0=bcd_0+3;
			bcd_2=bcd_2<<1;
			bcd_2[0]=bcd_1[3];
			bcd_1=bcd_1<<1;
			bcd_1[0]=bcd_0[3];
			bcd_0=bcd_0<<1;
			bcd_0[0]=number[i];		
		end
	end
endmodule
$ cat ./run.sh
#!/bin/bash
# OpenROAD 26Q1-2900-gdf79404cd8, Yosys 0.63+post, stock flow scripts
make -C /OpenROAD-flow-scripts/flow DESIGN_CONFIG=/design/flow/config.mk WORK_HOME=/design/flow/orfs finish
==> metrics.cfg <==
[run_status]
result_of_the_run = complete, no violations

[synthesis]
syn-instance-count = 135
top_area_share_pct = 11.8
area_leader_netlist = sky130_fd_sc_hd__ha_1
post_synth.cell_area_avg_sq_um = 7.05
yosys.stat.chipArea_sq_um = 952
yosysCellCount = 135
synth.lib_cells_used.distinct = 60
top_cells_by_area_synth = sky130_fd_sc_hd__ha_1 (12%), sky130_fd_sc_hd__nor2_1 (5.5%), sky130_fd_sc_hd__a21oi_1 (5.3%), sky130_fd_sc_hd__mux2i_1 (4.2%), sky130_fd_sc_hd__inv_1 (3.5%)
synth-warning-count = 1
synth.cell_area_sq_um = 952
postSynthSeqShare_pct = 0

[run]
cap_viol_max_count = 0
tool_warnings = 36

[pwr]
power.ir.vdd_worst_mv = 0.0596
power.static_leakage_nw = 0.777
power_density_nw_per_um2 = 194
power_mw = 0.344

[setup_path]
worstPathBufferInverterCount = 5
timing.critical_path.from_type = input port
timing.critical_path.cells = buf_8 > inv_6 > ha_4 > inv_4 > ha_4 > a21oi_4 > xnor2_4 > ha_2 > and2b_2 > or4_4 > o2111ai_4 > ha_2 > or2b_4 > o2bb2ai_4 > o31a_1 > nor3_4 > or2_4 > buf_6 > or3_1 > o21ai_1 > a221o_1 > clkbuf_2
end_kind = output port
worstPathRequired_ns = 5.28
timing.setup.critical_path_class = in2out
slowest_delay_ns = 0.43
crit_family = simple AND/OR/NAND/NOR gates
cp_slowest_cell = sky130_fd_sc_hd__or4_4
critPathArrivalTime_ns = 5.13
critical_path.max_fanout = 4

[drt]
vias_per_cell = 5.13
final_antenna_net_count = 0
routed_length_per_placed_instance_microns = 12.5
antennaDiodeCount = 0
drtPass1Iterations = 4
detail_route.wirelength_microns = 2980
number_of_remaining_drc_errors = 0
detailroute.via_count = 1226
initialDrtViolationCount = 46

[timing]
finalHoldViolCount = 0
final.min_clock_period_ns = 6.45
max-slew-margin-rel_pct = 59.6
finalWorstSetupSlack_ns = 0.147
report.final.slew_viol_count = 0
fin_worst_hold_slack_ns = 2.64
timing.fmax_mhz = 155
worst-slew-pin-transition_ns = 0.601
tns_ns = 0
setup-violations-final = 0
rsz0062_at_grt = yes
min_period_over_period_pct = 97.8

[final_layout]
seq_area_sq_um = 0
finish.cell_count_without_fillers = 239
numSequentialCells = 0
postLayoutCellArea_sq_um = 1780
syn_to_final_growth_pct = 86.5
layout.clock_buffers = 0
final_design_utilization_pct = 52.0
post_route_cells_drive_above_1_share_pct = 54.4

[global_route]
grt_pass1_vias = 1152
grt_antenna_before_repair = 0
grt_first_pass_wirelength_microns = 4870
grt-ovfl-total = 0
grt_usage_pct = 8.60
grt_start_max_net_pins = 13

[die]
floorplan.initialDensity_pct = 27.9
die_x_microns = 80
floorplan.die.height_microns = 80
core_sq_um = 3420
top_level_ports = 20
num_rows = 21
floorplan.die_area_sq_um = 6400

[worst_hold_path]
hold_path_startpoint = number[0]
hold-path-endpoint = bcd_0[0]
min-delay-path-class = in2out
number_of_cells_on_the_worst_hold_path = 0

[placed_design]
dp_cells = 220
place.port_buffers = 16
post_dp_cell_area_sq_um = 1350
dp_hpwl_microns = 1990
finalWeightedCongestion = 0.881
pre_cts_slack_ns = -0.740

-- cells by family (layout without fill, tap and decap cells) --
family                     after synthesis  in the layout  synth area share (%)
other                                    1              2                 0.394
xor gates and xnor gates                 4              4                  4.47
buffers and inverters                   16             73                  8.41
adders and majority gates                9              9                  11.8
AOI/OAI and AO/OA                       50             50                  38.4
muxes                                    5              5                  5.65
and+or+nand+nor                         50             50                  30.9
-- report_power, final --
| part | switching (mW) | leakage, nW | internal (mW) |
|---|---|---|---|
| Combinational | 0.153 | 0.777 | 0.191 |
| Clock | 0 | 0 | 0 |
| Sequential | 0 | 0 | 0 |
| Total | 0.153 | 0.777 | 0.191 |
-- layout by cell type (no fill, tap or decap), types with 4 or more instances in the layout --
cell type / netlist / final
sky130_fd_sc_hd__a21o_1: 4 / 4
sky130_fd_sc_hd__a21oi_1: 10 / 5
sky130_fd_sc_hd__a21oi_2: 1 / 4
sky130_fd_sc_hd__buf_4: 3 / 41
sky130_fd_sc_hd__buf_6: 1 / 8
sky130_fd_sc_hd__clkdlybuf4s50_1: 0 / 5
sky130_fd_sc_hd__dlygate4sd2_1: 0 / 4
sky130_fd_sc_hd__ha_4: 0 / 4
sky130_fd_sc_hd__inv_1: 9 / 5
sky130_fd_sc_hd__mux2i_1: 4 / 4
sky130_fd_sc_hd__nand2_1: 6 / 5
sky130_fd_sc_hd__nor2_1: 14 / 10
sky130_fd_sc_hd__o21ai_0: 6 / 6
sky130_fd_sc_hd__o21ai_1: 5 / 4
-- cell usage after synthesis, types with 2 or more instances --
cell type,n
sky130_fd_sc_hd__nand2_1,6
sky130_fd_sc_hd__nor3_1,2
sky130_fd_sc_hd__a211oi_1,3
sky130_fd_sc_hd__clkbuf_1,2
sky130_fd_sc_hd__nand2b_1,2
sky130_fd_sc_hd__inv_1,9
sky130_fd_sc_hd__xnor2_1,3
sky130_fd_sc_hd__or3_1,2
sky130_fd_sc_hd__o21ai_0,6
sky130_fd_sc_hd__nor3_2,2
sky130_fd_sc_hd__buf_4,3
sky130_fd_sc_hd__nand4_1,3
sky130_fd_sc_hd__nor2_1,14
sky130_fd_sc_hd__and3_1,2
sky130_fd_sc_hd__a21o_1,4
sky130_fd_sc_hd__a21oi_1,10
sky130_fd_sc_hd__nand3_1,3
sky130_fd_sc_hd__a22oi_1,2
sky130_fd_sc_hd__ha_1,9
sky130_fd_sc_hd__mux2i_1,4
sky130_fd_sc_hd__o21ai_1,5
-- routing by layer --
metal / share of wire, % / GRT usage, % / vias to the layer above
met5: 0 / 0 / -
met4: 0 / 0.352 / 0
met3: 3.4 / 0.909 / 0
met2: 44 / 14.1 / 19
met1: 53 / 12.3 / 570
li1: - / - / 637
-- worst max path at each step --
| stage | from | endpoint | slack, ns | cells past startpoint |
|---|---|---|---|---|
| 4_1_cts | number[6] | bcd_1[2] | 0.007 | 22 |
| 5_1_grt | number[5] | bcd_1[0] | -0.04 | 22 |
| 6_report | number[5] | bcd_0[1] | 0.15 | 22 |
-- cell type report --
class              count  area, sq um
fillers              287         1640
multi-input cells    120         1150
repair buffers        64          523
well taps             46         57.6
inverters              9         43.8
-- repair_timing --
action	CTS	global route
hold buffers	0	0
buffers inserted	17	4
resized	64	31
setup endpoints to repair	9	8
pin swaps	25	24
gates cloned	0	0
Power figures rest on the tool's default switching activity, not on a simulated workload.
