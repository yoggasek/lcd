<file path="design/flow/design.v">
`timescale 10ms / 1s
module counter(
	 input clk_in,
	 output clk_out,
	 input button_up,
	 input button_down,
	 output button_deb,
	 output [7:0] wynik,
	 input button_res
);
	 wire button_up_deb, button_down_deb;
	 reg [7:0] l;
	 prescaler h(clk_in, clk_out);
	 debounce b1(button_up,clk_in,button_up_deb);
	 debounce b2(button_down,clk_in,button_down_deb);
    always @(posedge clk_out)
	 begin
	 if(button_up_deb)
       l <= l + 1;
	 if(button_res)
		 l <= 8'b00000000;
	 if(button_down_deb)
		 l <= l - 1;
	 end
assign wynik = l;
endmodule
module debounce(input pb_1,input clk, output pb_out);
wire Q1,Q2,Q2_bar;
prescaler n1(clk, clk_out);
dflipflop d1(clk_out, pb_1,Q1 );
dflipflop d2(clk_out, Q1,Q2 );
assign Q2_bar = ~Q2;
assign pb_out = Q1 & Q2_bar;
endmodule
module dflipflop(input DFF_CLOCK, D, output reg Q);
    always @ (posedge DFF_CLOCK) begin
        Q <= D;
    end
endmodule
module prescaler(input clk,output clk_out);
parameter N = 2;  
reg [N-1:0] count = 0;
assign clk_out = count[N-1];
	always @(posedge(clk)) begin
			  count <= count + 1;
			end
endmodule
</file>
<file path="design/flow/run.sh">
#!/bin/bash
# OpenROAD 26Q1-2900-gdf79404cd8, Yosys 0.63+post, stock flow scripts
make -C /OpenROAD-flow-scripts/flow DESIGN_CONFIG=/design/flow/config.mk WORK_HOME=/design/flow/orfs finish
</file>
<file path="design/flow/config.mk">
export PLATFORM = sky130hd
export DESIGN_NAME = counter
export DESIGN_NICKNAME = counter
export VERILOG_FILES = /design/flow/design.v
export SDC_FILE = /design/flow/constraint.sdc
export NUM_CORES = 4
export LEC_CHECK = 1
export CORE_AREA = 10 10 96 96
export DIE_AREA = 0 0 106 106
</file>
<file path="design/flow/constraint.sdc">
current_design counter

set clk_period 1.3
set clk_io_pct 0.2

create_clock -name clk0 -period $clk_period [get_ports {clk_in}]

set non_clock_inputs [all_inputs -no_clocks]
set_input_delay [expr $clk_period * $clk_io_pct] -clock clk0 $non_clock_inputs
set_output_delay [expr $clk_period * $clk_io_pct] -clock clk0 [all_outputs]
</file>
==> results.sh <==
# source this file to load flow results
export IMPL_min_path_cells=1
export IMPL_dieArea_mm2=0.0112
export IMPL_path_max_fanout=2
export IMPL_fin_worst_skew_ns=0.00126
export IMPL_grt_max_degree=13
export IMPL_io_buffers=12
export IMPL_outcome="finished clean"
export IMPL_rsz0062_at_grt="no"
export IMPL_syn_area_um2=908
export IMPL_cp_buffers_inverters=1
export IMPL_fin_crit_sh_pct=96.2
export IMPL_cts_tree="built"
export IMPL_crit_chain="clkdlybuf4s50_1"
export IMPL_synthDistinctLibCells=35
export IMPL_gp_congestion=0.824
export IMPL_cts_resized=0
export IMPL_finalMaxSlewViolations=0
export IMPL_stdcell_area_mm2=0.00116
export IMPL_dr_pass1_iters=4
export IMPL_cp_required_ns=1.04
export IMPL_via_per_inst=3.31
export IMPL_fillers=834
export IMPL_ctsHoldBuffers=0
export IMPL_p_leak_nw=0.408
export IMPL_cp_arrival_ns=0.99
export IMPL_yosys_warnings=5
export IMPL_die_h_um=106
export IMPL_powerDensity_mw_per_mm2=416
export IMPL_die_x_um=106
export IMPL_grt_overflow=0
export IMPL_critPathSlowestCell="clkdlybuf4s50_1"
export IMPL_crit_cells=1
export IMPL_endpoint_kind="primary output"
export IMPL_rr_worst_depth=2
export IMPL_fp_util_pct=12.6
export IMPL_untimed_endpoints=28
export IMPL_grt_pass1_vias=649
export IMPL_ys_seq_share_pct=48.5
export IMPL_layout_drive_gt1_share_pct=10.2
export IMPL_ios=14
export IMPL_p_sw_share_pct=17.1
export IMPL_p_int_w=0.000402
export IMPL_comb_area_um2=395
export IMPL_clk_latency_ns=0.22
export IMPL_hold_path_class="flop to flop"
export IMPL_cap_violations=0
export IMPL_path_class="flop to primary output"
export IMPL_power_frac_comb_pct=6.1
export IMPL_p_sw_w=0.0000826
export IMPL_avgSynthCellArea_um2=10.4
export IMPL_crit_path_start_kind="flop"
export IMPL_ys_cells=87
export IMPL_antenna_diode_count=0
export IMPL_rows=31
export IMPL_drt_iter0_drc=22
export IMPL_unclocked_regs=12
export IMPL_layout_top_cell="clkdlybuf4s50_1"
export IMPL_fmax_mhz=800
export IMPL_final_min_clock_period_ns=1.25
export IMPL_syn_to_final_growth_pct=28.1
export IMPL_finalSetupTns_ns=0
export IMPL_antenna_found_initial=0
export IMPL_finalHoldViolations=0
export IMPL_numCtsBuffers=3
export IMPL_layout_top_cells="clkdlybuf4s50_1 (12), dfxtp_1 (9), edfxtp_1 (8)"
export IMPL_ant_nets=0
export IMPL_wirelength_um=1840
export IMPL_yosys_area_um2=908
export IMPL_peakVddDrop_v=0.000540
export IMPL_ys_seq_elements=18
export IMPL_pwr_share_seq_pct=38.9
export IMPL_p_clk_share_pct=55.0
export IMPL_hpwl_um=1390
export IMPL_cts_clk_slew_worst_paths_ns=0.03
export IMPL_syn_inst=87
export IMPL_flop_area_um2=442
export IMPL_warnings=26
export IMPL_drc_errors=0
export IMPL_core_mm2=0.00721
export IMPL_cts_root_buf="clkbuf_8"
export IMPL_setup_violations=0
export IMPL_crit_family="buffers and inverters"
export IMPL_slowest_delay_ns=0.46
export IMPL_track_usage_pct=3.28
export IMPL_post_cts_buffers=0
export IMPL_h_tree_depth=1
export IMPL_vias=652
export IMPL_cts_buffer_depth=2
export IMPL_dpl_instance_area_mm2=0.00112
export IMPL_wl_per_cell_um=9.36
export IMPL_grt_pass1_wl_um=3130
## routing by layer
metal  wire (µm)  global-route usage [%]
met1        1030                    5.16
met2         781                    4.81
met3          32                   0.367
met4           0                   0.387
met5           0                       0
## final cells by class
| type | instances | share of cell area [%] |
|---|---|---|
| clock buffers | 3 | 3.55 |
| well taps | 99 | 10.6 |
| repair buffers | 14 | 11.6 |
| multi-input cells | 56 | 34.0 |
| flip-flops and latches | 18 | 38.0 |
| inverters | 7 | 2.26 |
## logic make-up after synthesis
family                   after synthesis  share of synthesized area [%]
AND-OR/OR-AND                         19                           15.0
XOR/XNOR                               7                           6.75
adder cells (fa/ha/maj)                2                           2.75
buffers and inverters                 13                           7.99
flip-flops                            18                           48.5
other                                  1                          0.413
AND/OR/NAND/NOR                       27                           18.6
## stage by stage
step / total power [W] / instances / hold WS, ns / setup WS, ns / utilization (%)
after floorplan: 0.000206 / 87 / 0.364 / 0.650 / -
after global placement: 0.000221 / 194 / 0.372 / 0.257 / 15.5
after detailed placement: 0.000220 / 194 / 0.378 / 0.269 / 15.5
after CTS: 0.000493 / 197 / 0.386 / 0.0164 / 16.1
after global routing: 0.000505 / 197 / 0.397 / 0.00659 / 16.1
final: 0.000484 / 197 / 0.382 / 0.0498 / 16.1
## Yosys cell counts, drive strengths merged
master  count  area (µm²)
o22ai       2        12.5
nand3b      3        22.5
nand3       5        25.0
a22o        2        18.8
nand2b      1        6.26
o21ai       4        20.0
xor2        6        52.6
a221o       1        10.0
xnor2       1        8.76
nand2       3        11.3
a41oi       1        8.76
dfxtp      10         200
nor4        1        6.26
a21oi       3        15.0
nand4       3        18.8
conb        1        3.75
buf         6        46.3
edfxtp      8         240
inv         7        26.3
a221oi      2        17.5
o41ai       1        8.76
nor2b       1        13.8
and2        2        12.5
o22a        2        17.5
o21a        1        7.51
nor2        4        22.5
nor3        2        10.0
ha          2        25.0
and4        1        8.76
or2b        1        11.3
## state kept, by name, summed over array words and instances, names as in the netlist
name and flops:
b2.d1.Q 1, b2.n1.count 2, b1.d2.Q 1, b2.d2.Q 1
b1.d1.Q 1, h.count 2, b1.n1.count 2, l 8
## power by group through the flow
stage	sequential (W)	clock, W	combinational (W)
4_1_cts	0.000188	0.000275	0.0000294
5_1_grt	0.000188	0.000285	0.0000325
6_report	0.000188	0.000266	0.0000293
## worst paths after layout
path | start | to | slack (ns)
worst max-delay path | h.count[1] | clk_out | 0.05
worst min-delay path | b1.n1.count[0] | b1.n1.count[0] | 0.38
worst max register to register | h.count[1] | h.count[1] | 0.58
worst min register to register | b1.n1.count[0] | b1.n1.count[0] | 0.38
Power and IR drop assume default switching activity.
