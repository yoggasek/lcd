[flow/design.v]
`timescale 1ns / 1ps
module master_interface(
    clk,
    rst,
    temp_data,
    clear,
    end_transmission,
    start,
    sel,
    send_data,
    begin_transmission,
    slave_select
    );
    input clk;
    input rst;
    input [7:0] temp_data;
    input clear ;
    input end_transmission;
    input start;
    output [5:0] sel;
    output [7:0] send_data;
    output begin_transmission;
    output slave_select;
	wire [5:0] sel;
	reg [7:0] send_data = 8'h00;
	reg begin_transmission;
	reg slave_select;
	parameter [2:0] stateIdle = 0,
						 stateClearing = 1,
						 stateDisplay = 2,
						 stateWaitRun = 3,
						 stateWaitSS = 4,
						 stateFinished = 5;
	reg [2:0] STATE;
	reg [2:0] prevSTATE;
	reg [5:0] count_sel;
	reg [11:0] count_ss;
	parameter [11:0] COUNT_SS_MAX = 12'hFFF;		 
	reg exeRst = 0;
	assign sel = count_sel;
	always @(posedge clk) begin
			if(rst == 1'b1) begin
					STATE <= stateIdle;
					prevSTATE <= stateIdle;
					count_sel <= 6'b000000;
					send_data <= 8'h00;
					slave_select <= 1'b1;
					count_ss <= 12'h000;
					begin_transmission <= 1'b0;
					exeRst <= 1'b1;
			end
			else begin
					case(STATE)
							stateIdle : begin
									count_sel <= 6'b000000;
									slave_select <= 1'b1;
									if((start == 1'b1) && (clear == 1'b0) && (exeRst != 1'b1)) begin
											slave_select <= 1'b0;
											STATE <= stateDisplay;
											prevSTATE <= stateIdle;
									end
									else if((clear == 1'b1) || (exeRst == 1'b1)) begin
											slave_select <= 1'b0;
											STATE <= stateClearing;
											prevSTATE <= stateIdle;
									end
									else begin
									end
							end
							stateClearing : begin
									prevSTATE <= stateClearing;
									send_data <= temp_data;
									begin_transmission <= 1'b1;
									if(count_sel == 6'b000011) begin
											STATE <= stateWaitSS;
											count_sel <= 6'b000000;
									end
									else begin
											STATE <= stateWaitRun;
									end
							end
							stateDisplay : begin
									prevSTATE <= stateDisplay;
									send_data <= temp_data;
									begin_transmission <= 1'b1;
									if(count_sel == 6'd6) begin
											STATE <= stateWaitSS;
											count_sel <= 6'd0;
									end
									else begin
											STATE <= stateWaitRun;
									end
							end
							stateWaitRun : begin
									begin_transmission <= 1'b0;
									if(end_transmission == 1'b1) begin
											STATE <= prevSTATE;
											count_sel <= count_sel + 1'b1;
									end
									else begin
									end
							end
							stateWaitSS : begin
									begin_transmission <= 1'b0;
									if(count_ss == COUNT_SS_MAX) begin
											STATE <= stateFinished;
											count_ss <= 6'b000000;
											slave_select <= 1'b1;
									end
									else begin
											count_ss <= count_ss + 1'b1;
									end
							end
							stateFinished : begin
									exeRst <= 1'b0;
									if(start == 1'b0 && clear == 1'b0) begin
											STATE <= stateIdle;
											prevSTATE <= stateFinished;
									end
							end
							default : begin
							end
					endcase
			end
	end
endmodule
[flow/run.sh]
#!/bin/bash
# OpenROAD 26Q1-2900-gdf79404cd8, Yosys 0.63+post, stock flow scripts
make -C /OpenROAD-flow-scripts/flow DESIGN_CONFIG=/design/flow/config.mk WORK_HOME=/design/flow/orfs finish
[flow/config.mk]
export PLATFORM = sky130hd
export DESIGN_NAME = master_interface
export DESIGN_NICKNAME = master_interface
export VERILOG_FILES = /design/flow/design.v
export SDC_FILE = /design/flow/constraint.sdc
export NUM_CORES = 4
export LEC_CHECK = 1
export CORE_UTILIZATION = 40
[flow/constraint.sdc]
current_design master_interface

set clk_period 4.2
set clk_io_pct 0.2

create_clock -name clk0 -period $clk_period [get_ports {clk}]

set non_clock_inputs [all_inputs -no_clocks]
set_input_delay [expr $clk_period * $clk_io_pct] -clock clk0 $non_clock_inputs
set_output_delay [expr $clk_period * $clk_io_pct] -clock clk0 [all_outputs]
==> impl_metrics.prom <==
# HELP chip_impl_metric Implementation results
# TYPE chip_impl_metric gauge
chip_impl_metric{name="final.setup.tns",unit="ps"} 0
chip_impl_info{name="whs_endpoint",value="prevSTATE[2]"} 1
chip_impl_info{name="cp_cell_sequence",value="or3b_1 -> or3_4 -> or4_1 -> a21oi_1"} 1
chip_impl_metric{name="max_freq",unit="MHz"} 417
chip_impl_metric{name="synthesis.yosys.warnings",unit=""} 1
chip_impl_metric{name="ioPinCount",unit=""} 29
chip_impl_metric{name="design.die.area",unit="sq um"} 4860
chip_impl_info{name="criticalPathCategory",value="flop to flop"} 1
chip_impl_info{name="min_path_type",value="flop to flop"} 1
chip_impl_metric{name="maxCapViolations",unit=""} 0
chip_impl_metric{name="core.rowCount",unit=""} 24
chip_impl_info{name="netlist.top_cell.by_area",value="sky130_fd_sc_hd__dfxtp_1"} 1
chip_impl_info{name="critical_path.reg2reg.endpoint",value="count_ss[11]"} 1
chip_impl_metric{name="worst-endpoint-required",unit="ps"} 4410
chip_impl_info{name="status",value="finished clean"} 1
chip_impl_metric{name="io_buffers",unit=""} 28
chip_impl_metric{name="holdBufCountCts",unit=""} 0
chip_impl_metric{name="detailroute.via_count",unit=""} 1641
chip_impl_metric{name="ys_chip_area",unit="sq um"} 1830
chip_impl_metric{name="chipHeight",unit="um"} 69.7
chip_impl_metric{name="detailed_placement_wirelength_estimate",unit="mm"} 2.78
chip_impl_metric{name="fp_util",unit="%"} 41.8
chip_impl_metric{name="first_iter_violations",unit=""} 125
chip_impl_metric{name="detail_route.antenna_diodes",unit=""} 0
chip_impl_metric{name="chip_width",unit="um"} 69.7
chip_impl_metric{name="clock_tree.buffer_depth",unit=""} 2
chip_impl_metric{name="vdd_drop_max",unit="V"} 0.000242
chip_impl_metric{name="timing_worst_slew_pin_value",unit="ps"} 752
chip_impl_metric{name="via_count_of_the_first_global_routing_pass",unit=""} 1460
chip_impl_metric{name="syn_area",unit="sq um"} 1830
chip_impl_metric{name="edf_count",unit=""} 0
chip_impl_metric{name="core-area",unit="sq um"} 4380
chip_impl_metric{name="layout.cells.non_filler",unit=""} 292
chip_impl_metric{name="post_cts_resize_count",unit=""} 0
chip_impl_metric{name="numSynthFlops",unit=""} 35
chip_impl_info{name="reg2reg_start",value="STATE[2]"} 1
chip_impl_metric{name="worstPathMaxFanout",unit=""} 24
chip_impl_metric{name="max-slew-margin-rel",unit="%"} 49.8
chip_impl_metric{name="hold_slack",unit="ps"} 473
chip_impl_metric{name="setup_viol",unit=""} 0
chip_impl_info{name="cp-start-kind",value="flop"} 1
chip_impl_metric{name="synth.yosys.num_cells",unit=""} 214
chip_impl_metric{name="crit_path_max_incr_delay",unit="ps"} 810
chip_impl_metric{name="finalWeightedCongestion",unit=""} 0.895
chip_impl_metric{name="overall_routed_net_length",unit="mm"} 4.03
chip_impl_metric{name="regToRegSetupSlack",unit="ps"} 1800
chip_impl_metric{name="p_total",unit="uW"} 986
chip_impl_metric{name="reg2regPathDepth",unit=""} 4
chip_impl_metric{name="area_delta_synth_final",unit="%"} 21.2
chip_impl_metric{name="track_usage",unit="%"} 17.7
chip_impl_info{name="synthMostInstantiatedCell",value="sky130_fd_sc_hd__dfxtp_1"} 1
chip_impl_metric{name="post_drt_via_cell_ratio",unit=""} 5.62
chip_impl_metric{name="async_flop_share",unit="%"} 0
chip_impl_info{name="slowest_stage",value="sky130_fd_sc_hd__dfxtp_1"} 1
chip_impl_metric{name="critical_path_arrival",unit="ps"} 2610
chip_impl_metric{name="post-route-period-util",unit="%"} 57.1
chip_impl_metric{name="postCtsSetupRepairBufs",unit=""} 0
chip_impl_metric{name="timing.final.max_slew_violations",unit=""} 0
chip_impl_metric{name="grt_first_pass_wirelength",unit="mm"} 6.98
chip_impl_metric{name="ys_seq_share",unit="%"} 38.2
chip_impl_metric{name="number_of_sinks_driven_by_the_clock_tree",unit=""} 35
chip_impl_metric{name="firstDrtPassIters",unit=""} 4
chip_impl_metric{name="hold_path_stages",unit=""} 2
chip_impl_metric{name="post-synth-top-area-fraction",unit="%"} 38.2
chip_impl_metric{name="ant_nets",unit=""} 0
chip_impl_info{name="netlist_top_cells_area",value="sky130_fd_sc_hd__dfxtp_1, sky130_fd_sc_hd__nor2_1, sky130_fd_sc_hd__mux2i_1"} 1
chip_impl_metric{name="clkLatencyLatePin",unit="ps"} 280
chip_impl_metric{name="numPlacedInstances",unit=""} 284
chip_impl_metric{name="total_leakage_power",unit="uW"} 0.000792
chip_impl_info{name="synth-main-ff-cell",value="sky130_fd_sc_hd__dfxtp_1"} 1
chip_impl_metric{name="crit_buf_inv",unit=""} 0
chip_impl_metric{name="post-route-drc-count",unit=""} 0
chip_impl_info{name="gate_family_responsible_for_the_most_delay_along_the_worst_path",value="simple AND/OR/NAND/NOR gates"} 1
chip_impl_metric{name="skew",unit="ps"} 3.76
chip_impl_metric{name="timing.final.hold_violations",unit=""} 0
chip_impl_metric{name="clk_pin_slew",unit="ps"} 70
chip_impl_metric{name="layout.core_utilization",unit="%"} 50.7
chip_impl_metric{name="syn_area_per_cell",unit="sq um"} 8.57
chip_impl_metric{name="fillers",unit=""} 410
chip_impl_metric{name="wl_per_cell",unit="um"} 13.8
chip_impl_info{name="crit_path_end_kind",value="flop"} 1
chip_impl_info{name="grt_setup_unrepaired",value="no"} 1
chip_impl_metric{name="numCtsBuffers",unit=""} 5
chip_impl_metric{name="stage_log_warnings",unit=""} 28
chip_impl_info{name="synth.top_cells.by_count",value="sky130_fd_sc_hd__dfxtp_1, sky130_fd_sc_hd__nor2_1, sky130_fd_sc_hd__nand2_1, sky130_fd_sc_hd__a21oi_1, sky130_fd_sc_hd__nand3_1"} 1
chip_impl_metric{name="finalCriticalPeriod",unit="ps"} 2400
chip_impl_metric{name="initial_antenna_violation_count",unit=""} 0
chip_impl_metric{name="cellPowerDensity",unit="nW/um^2"} 444
chip_impl_metric{name="ys_types",unit=""} 51
chip_impl_metric{name="cts_htree_levels",unit=""} 2
chip_impl_info{name="clk_root_buffer_cell",value="sky130_fd_sc_hd__clkbuf_8"} 1
chip_impl_metric{name="grt_max_degree",unit=""} 26
chip_impl_metric{name="layout-drive-gt1-share",unit="%"} 5.00
chip_impl_info{name="cts_tree",value="built"} 1
chip_impl_info{name="hp-start",value="prevSTATE[2]"} 1
chip_impl_metric{name="post_synth_inst_count",unit=""} 214
chip_impl_metric{name="grt_overflow_total",unit=""} 0
registers in the layout, summed over array words and instances (netlist names):
register            cells
count_ss               12
send_data               8
exeRst                  1
begin_transmission      1
count_sel               6
STATE                   3
slave_select            1
prevSTATE               3
worst max path at each step:
stage        start            to  cells after the start
6_report  STATE[2]  count_ss[11]                      4
5_1_grt   STATE[0]  count_sel[3]                      4
4_1_cts   STATE[0]  count_sel[4]                      4
layout by cell type (no fill, tap or decap), drive strengths merged, types with 3 or more instances in the layout:
master,instances
dfxtp,35
clkdlybuf4s50,28
nor2,23
nand2,14
a21oi,13
nand3,12
o21ai,9
mux2i,8
nor3,8
inv,7
clkbuf,7
ha,6
a211oi,5
a311oi,5
nand3b,4
nor4,4
xnor2,4
xor2,4
o31ai,3
and3,3
per-stage QoR:
step / area (sq um) / worst slack (ps)
floorplan: 1830 / 2220
global placement: 2140 / 1690
detailed placement: 2140 / 1660
CTS: 2220 / 1830
global route: 2220 / 1530
finish: 2220 / 1800
where the power goes:
group | internal (uW) | switching [uW]
combinational | 166 | 150
sequential | 381 | 56.9
clock | 116 | 116
total | 664 | 322
worst reg2reg max path, stage by stage, from the launching register on:
cell and delay [ps]:
sky130_fd_sc_hd__dfxtp_1 810, sky130_fd_sc_hd__or3b_1 540, sky130_fd_sc_hd__or3_4 440, sky130_fd_sc_hd__or4_1 400, sky130_fd_sc_hd__a21oi_1 140
logic make-up after synthesis:
family          synth area share [%]
simple gates                    24.9
flops                           38.2
compound gates                  20.7
buf+inv                         3.89
fa+ha+maj                       4.09
mux                             4.37
xor+xnor                        3.82
per-layer routing:
layer | vias up | routed length (um) | part of all wire [%] | GRT usage (%)
li1 | 846 | - | - | -
met1 | 745 | 2100 | 52 | 30.4
met2 | 42 | 1660 | 41 | 23.8
met3 | 8 | 212 | 5.3 | 3.54
met4 | 0 | 55 | 1.4 | 2.67
met5 | - | 0 | 0 | 0
layout make-up:
type                            instances  area [sq um]  share of cell area (%)
Multi-Input combinational cell        161          1060                    47.8
Inverter                                7          26.3                    1.18
Clock buffer                            7          76.3                    3.43
Clock inverter                          1          5.00                   0.225
Sequential cell                        35           701                    31.5
Tap cell                               52          65.1                    2.93
Timing Repair Buffer                   29           288                    12.9
Power is estimated from default activity; no workload was simulated.
